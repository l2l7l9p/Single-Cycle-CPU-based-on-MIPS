==> flow/design.v <==
`timescale 1ns / 1ps
module ALU
	#(parameter width=32)
(
	input [width-1:0] A,B,hi,lo,
	input [3:0] aluCtr,
	output reg [width-1:0] res,calcHi,calcLo,
	output reg ovf,zero				 
);
	always @(A or B or aluCtr or hi or lo)
	begin
		ovf=0;
		zero=0;
		case (aluCtr)
			4'b0000: res=A&B;
			4'b0001: res=A|B;
			4'b0011: res=~(A|B);
			4'b1100: res=A^B;
			4'b1001: res=B<<A;
			4'b1010: res=B>>A;
			4'b1011: res=$signed(B)>>>A;
			4'b0010:
				begin
					res=A+B;
					ovf=(A[width-1] && B[width-1] && !res[width-1] || !A[width-1] && !B[width-1] && res[width-1]);
				end
			4'b0110:
				begin
					res=A-B;
					zero=(res==0);
				end
			4'b0111: res=($signed(A)<$signed(B));
			4'b1111: res=(A<B);
			4'b0100: res=hi;
			4'b0101: res=lo;
			default: res=0;
		endcase
		case (aluCtr)
			4'b1101: {calcHi,calcLo}=$signed(A)*$signed(B);
			4'b1000:
				begin
					calcHi=$signed(A)%$signed(B);
					calcLo=$signed(A)/$signed(B);
				end
			default: {calcHi,calcLo}={hi,lo};
		endcase
	end
endmodule
==> flow/run.sh <==
#!/bin/bash
# OpenROAD 26Q1-2900-gdf79404cd8, Yosys 0.63+post, stock flow scripts
make -C /OpenROAD-flow-scripts/flow DESIGN_CONFIG=/design/flow/config.mk WORK_HOME=/design/flow/orfs finish
==> flow/config.mk <==
export PLATFORM = sky130hd
export DESIGN_NAME = ALU
export DESIGN_NICKNAME = ALU
export VERILOG_FILES = /design/flow/design.v
export SDC_FILE = /design/flow/constraint.sdc
export NUM_CORES = 4
export LEC_CHECK = 1
export CORE_UTILIZATION = 40
==> flow/constraint.sdc <==
current_design ALU

set clk_period 439.8
set clk_io_pct 0.2

create_clock -name clk0 -period $clk_period

set non_clock_inputs [all_inputs -no_clocks]
set_input_delay [expr $clk_period * $clk_io_pct] -clock clk0 $non_clock_inputs
set_output_delay [expr $clk_period * $clk_io_pct] -clock clk0 [all_outputs]
==> qor.log <==
[worst_setup_path] largest fanout on the critical path 41
[routing] number of vias per cell 6.186
[final_layout] number of filler cells placed in the layout 19711
[global_routing] global-route wire length before repair 612900 microns
[clock_tree] cts-stage hold buffer count 0
[synthesis] share of Yosys cell area claimed by the top area cell type 27.63%
[synthesis] Chip Area, Yosys 78620 sq um
[worst_setup_path] CP most frequent cell ha_1
[final_timing] Final Cycle Share 63.08%
[place] port buffer count 230
[routing] detailed-router iteration count before antenna repair 8
[final_timing] final setup TNS 0 ns
[hold_path] Hold Path Depth 4
[pwr] switching portion of total power 65.71%
[pwr] Design Power 2087 uW
[final_layout] area growth from synthesis to layout 8.476%
[final_timing] RSZ-0062 raised after global routing false
[routing] via count 82915
[outcome] violations in the final reports max-capacitance violations, max-slew violations
[place] post-place setup slack 165.65 ns
[synthesis] ys cells 10656
[final_timing] total setup violations reported at the end of the flow 0
[synthesis] number of warnings reported in the yosys synthesis log 1
[synthesis] sequential area share after synthesis 0%
[global_routing] overflow left after global routing 0
[synthesis] Yosys top cell by instances nand2_1
[final_timing] min setup slack post-route 162.36 ns
[clock_tree] number of resized instances in the post-cts repair step 0
[synthesis] Main area contributors fa_1, ha_1, nand2_1
[final_timing] max frequency 3.604 MHz
[final_layout] share of layout cells above drive strength 1 6.921%
[clock_tree] Post-CTS Setup Bufs 0
[routing] average wire per standard cell 32.53 microns
[global_routing] total track usage 45.30%
[final_timing] measured slew at the worst slew-check pin 1.510 ns
[place] post-DP HPWL 349600 microns
[floorplan] vertical die dimension 445.3 microns
[hold_path] end of the worst hold path calcHi[8]
[floorplan] overall die width 445.3 microns
[final_layout] storage element area 0 sq um
[hold_path] Tightest Hold Check Type primary input to output pin
[worst_setup_path] CP startpoint kind primary input
[synthesis] list of most frequent post-synthesis cells nand2_1, inv_1, fa_1, nor2_1, ha_1
[floorplan] I/O pin total 230
[floorplan] fraction of the core area occupied by cells at floorplan 40.32%
[worst_setup_path] master of the slowest instance on the critical path xor2_1
[routing] DRC violation count after routing 0
[job] Maximum Capacitance Violations 1
[synthesis] number of instances in the synthesized netlist 10656
[pwr] Static Leakage 0.04028 uW
[worst_setup_path] critical setup path kind primary input to output pin
[worst_setup_path] crit end category output pin
[pwr] design internal power 715.6 uW
[outcome] run status finished with violations
[synthesis] Yosys top cell by area fa_1
[final_layout] clock buffer count 0
[final_timing] max-slew violation count 2
[floorplan] overall die area 198300 sq um
[place] final weighted congestion of routability-driven global placement 1.147
[floorplan] core footprint 195000 sq um
[routing] DRC marker count from the first detailed-route iteration 7802
[pwr] power per unit of standard cell area 24.47 nW/um^2
[final_timing] Final Hold Viols 0
[synthesis] number of distinct library cells after synthesis 118
[routing] remaining antenna violation count 0
[floorplan] number of standard-cell rows in the floorplan 162
[final_layout] Seq cells 0
[worst_setup_path] Crit path arrival time 189.48 ns
[job] number of OpenROAD warnings 98
[global_routing] pin count of the biggest net entering global routing 63
[worst_setup_path] highest cell delay on the worst timing path 1.06 ns
[synthesis] Synth Cell Area 78620 sq um
[synthesis] mean area per synthesized cell 7.378 sq um
[hold_path] startpoint of the worst hold path hi[8]
[global_routing] antenna violations before repair 35
[pwr] Net Switching 1371 uW
[final_timing] shortest clock period the worst path allows after layout 277.44 ns
[routing] wire length reported by the detailed router 436000 microns
[pwr] worst IR drop on VDD 92.05 uV
[worst_setup_path] required time reported for the critical path endpoint 351.84 ns
[final_timing] relative slew slack -1.376%
[global_routing] vias in the first global route 81152
layer usage:
layer,vias up,track usage [%],wire [microns]
met2,4696,65.85,187300
met4,22,34.70,43460
li1,36407,-,-
met5,-,0,137
met1,40525,56.02,158800
met3,1265,15.07,46240
layout by cell type, fill, tap and decap left out, types with 218 or more instances in the layout:
cell type  instances
a21oi_1          659
buf_4            410
fa_1            1084
ha_1             812
inv_1           1320
nand2_1         1434
nor2_1          1008
nor3_1           218
o21ai_0          537
xnor2_1          367
metrics by stage:
stage	hold slack, ns	utilization, %	cells	instance area, sq um
global route	177.06	43.71	13381	85220
CTS	177.03	43.70	13374	85210
global placement	177.02	43.70	13374	85210
finish	177.03	43.74	13404	85280
floorplan	175.98	-	10656	78620
detailed placement	177.03	43.70	13374	85210
cells by family after synthesis:
group | count (synthesis) | synth area share [%]
fa+ha+maj | 1898 | 40.57
compound gates | 2577 | 21.66
buf+inv | 1906 | 9.178
mux | 137 | 2.004
simple gates | 3569 | 20.25
xor+xnor | 569 | 6.339
worst max-delay path, delay by kind of cell:
kind            cells  cell delay, ns
buf+inv            32            7.61
simple gates      100           28.84
fa+ha+maj          32           11.22
compound gates    172           50.85
mux                 5            1.62
xor+xnor            1            1.06
power by group through the flow:
stage	Sequential (uW)	Clock (uW)	Combinational (uW)
4_1_cts	0	0	2000
5_1_grt	0	0.00000220	2170
how the worst max path moves through the flow:
| stage | start | to | slack [ns] | depth (start not counted) |
|---|---|---|---|---|
| global route | B[0] | calcHi[30] | 156.75 | 340 |
| finish | B[0] | calcHi[30] | 162.36 | 342 |
| CTS | B[0] | calcHi[30] | 165.26 | 340 |
cell type report:
type / instances / area [sq um] / share of cell area (%)
antenna: 30 / 75.07 / 0.08803
inverter: 1366 / 5129 / 6.014
multi-input combinational: 8750 / 71700 / 84.07
tap: 2624 / 3283 / 3.850
timing repair buffer: 634 / 5095 / 5.974
Power figures rest on the tool's default switching activity, not on a simulated workload.
