**/design/flow/config.mk**
```make
export PLATFORM = sky130hd
export DESIGN_NAME = Register
export DESIGN_NICKNAME = Register
export VERILOG_FILES = /design/flow/design.v
export SDC_FILE = /design/flow/constraint.sdc
export NUM_CORES = 4
export LEC_CHECK = 1
export CORE_UTILIZATION = 50
```
**/design/flow/constraint.sdc**
```tcl
current_design Register

set clk_period 6.4
set clk_io_pct 0.2

create_clock -name clk0 -period $clk_period [get_ports {clk}]

set non_clock_inputs [all_inputs -no_clocks]
set_input_delay [expr $clk_period * $clk_io_pct] -clock clk0 $non_clock_inputs
set_output_delay [expr $clk_period * $clk_io_pct] -clock clk0 [all_outputs]
```
**/design/flow/design.v**
```verilog
`timescale 1ns / 1ps
module Register
	#(parameter width=32)
(
	input clk,regWrite,
	input [4:0] addrA,addrB,addrW,
	input [width-1:0] W,calcHi,calcLo,
	output [width-1:0] A,B,ra,
	output reg [width-1:0] hi,lo
);
	reg [width-1:0] tmp [0:31];
	integer i;
	initial	begin
		for(i=0; i<32; i=i+1) tmp[i]=0;
		hi=0;
		lo=0;
	end
	always @ (posedge clk)
		if (regWrite)
		begin
			tmp[addrW]=W;
			hi=calcHi;
			lo=calcLo;
		end
	assign A=tmp[addrA];
	assign B=tmp[addrB];
	assign ra=tmp[5'd31];
endmodule
```
**/design/flow/run.sh**
```bash
#!/bin/bash
# OpenROAD 26Q1-2900-gdf79404cd8, Yosys 0.63+post, stock flow scripts
make -C /OpenROAD-flow-scripts/flow DESIGN_CONFIG=/design/flow/config.mk WORK_HOME=/design/flow/orfs finish
```
==> flow_summary.toml <==
# yosys + openroad results
[global_routing]
antenna_found_initial = 3
grt_pass1_vias = 34700
gr-total-overflow = 0
grtUsageTotal = 0.342
grt_pass1_wl_um = 230000
grt_max_degree = 82

[routing]
dr.pass1.iters = 6
postRouteWirelength_um = 160000
post_drt_wl_per_cell_um = 30.8
drcViolationCount = 0
num_vias = 32700
drt-initial-drc-count = 2235
ant_nets = 0
viasPerCell = 6.29

[die]
die_h_um = 320
core_um2 = 100000
ios = 273
die-area_um2 = 103000
chipWidth_um = 320
num_rows = 116
initCoreUtil = 0.506

[pwr]
p_leak_uw = 0.0217
vdd_drop_max_mv = 0.198
power.density_nw_per_um2 = 269

[synth]
postSynthCellCount = 3450
synth_cell_types = 23
yosys_area_um2 = 50700
top_cells_by_area = "edfxtp_1 64%, mux2i_1 20%, a22oi_1 2.8%"
ys_seq_share = 0.644
top_area_cell = "edfxtp_1"
avgSynthCellArea_um2 = 14.7
ys_ff = 1088
yosys_cells = 3450
syn_area_um2 = 50700
ff_type = "edfxtp_1"
yosys.area.top_type_share = 0.644
synthArstFlopShare = 0
enable_flop_cells = 1088
synth_warnings = 1

[sta]
max_freq_mhz = 177
tns_ns = 0
slew_violations = 0
finalHoldViolCount = 0
setup_viol = 0
max-slew-margin-rel = 0.275
worst_pin_slew_ns = 1.09
rsz0062_at_grt = "no"
fin_crit_ns = 5.65
finalCritPeriodShare = 0.882

[cts]
cts_sinks = 1088
clk_path_buf_depth = 3
hold_buffers = 0
cts.clk_slew.worst_paths_ns = 0.06
cts_tree = "done"
numCtsBuffers = 113
cts_root_buf = "clkbuf_16"
cts_resized = 0
cts_setup_buffers = 0
htreeDepth = 3

[placement]
dp_hpwl_um = 94300
routabilityCongestion = 0.900
place_inst = 4985
io_buffers = 272

[cells_and_area]
layout.cells.most_common = "edfxtp_1"
drive_gt1_frac = 0.0980
area_growth_pct = 16.6
final_cells = 5193
lay_top_cells = "1088 x edfxtp_1, 1024 x mux2i_1, 269 x clkdlybuf4s50_1"

[worst_hold_path]
hold_class = "primary input to flop"

[worst_setup_path]
startpoint_type = "primary input"
critical_path.endpoint_type = "output pin"
required_ns = 5.12
path_class = "primary input to output pin"
worstPathArrival_ns = 4.37
critPathMaxFanout = 20

[job]
cap_violations = 0
warnings = 26

[run_status]
outcome = "completed"
final cells by class:
cell class              count  area (um2)
clock buffers             134        2990
well taps                1357        1700
clock inverters            73         596
flip-flops and latches   1088       32700
diodes                      1        2.50
repair buffers            431        4410
fillers                  7286       41100
multi-input cells        2109       16800
routing by layer:
| metal | track usage | wire [um] |
|---|---|---|
| met5 | 0.0421 | 593 |
| met4 | 0.0876 | 5290 |
| met3 | 0.245 | 27500 |
| met2 | 0.471 | 70000 |
| met1 | 0.456 | 56300 |
cell usage after synthesis (5+ instances only):
library cell,count
buf_4,47
nand2_1,195
nand3_1,194
a22o_1,128
a31oi_1,64
nand3b_1,5
buf_2,70
nor3_1,64
clkbuf_1,83
buf_6,45
mux2i_1,1024
nor2_1,35
a21oi_1,192
a22oi_1,192
edfxtp_1,1088
report_power, final:
part / leakage, uW / internal (uW) / switching [uW]
combinational: 0.0101 / 635 / 893
sequential: 0.00985 / 7960 / 42.9
clock: 0.00175 / 3670 / 2720
total: 0.0217 / 12300 / 3660
through the flow:
step | setup slack (ns) | util | area [um2] | total power [uW] | hold slack (ns)
2_1_floorplan | 2.69 | - | 50700 | 8910 | 1.38
5_1_grt | 0.724 | 0.590 | 59100 | 16400 | 1.12
6_report | 0.754 | 0.590 | 59100 | 15900 | 1.14
4_1_cts | 0.809 | 0.590 | 59100 | 16000 | 1.09
3_3_place_gp | 0.860 | 0.554 | 55600 | 9650 | 1.84
3_5_place_dp | 0.819 | 0.554 | 55600 | 9660 | 1.84
flip-flops by register name, summed over array words and instances, names as in the netlist:
signal / cells
tmp: 1024
hi: 32
lo: 32
path summary, 6_finish.rpt:
kind | from | endpoint | slack, ns | cells after the start
worst max-delay path | addrB[0] | B[0] | 0.75 | 7
worst min-delay path | calcHi[22] | hi[22] | 1.14 | 1
critical path: stages:
cell and delay, ns:
clkdlybuf4s50_1 0.62, nor2b_4 0.88, buf_4 0.45, a21oi_1 0.13, a31oi_1 0.21, nand3_1 0.27
clkdlybuf4s50_1 0.50
logic make-up (layout without fill, tap and decap cells):
family,after synthesis,in the layout,synth area share
buffers and inverters,253,638,0.0309
and+or+nand+nor,509,509,0.0453
muxes,1024,1024,0.202
DFF,1088,1088,0.644
other,0,1,0
AOI/OAI and AO/OA,576,576,0.0774
Power and IR drop assume default switching activity.
