==> flow/design.v <==
`timescale 1ns / 1ps
module MUX5
(
	input [4:0] A,B,C,
	input [1:0] switch,
	output reg [4:0] res
);
	always @ (A or B or C or switch)
		case (switch)
			2'b00: res=A;
			2'b01: res=B;
			2'b10: res=C;
		endcase
endmodule
module MUX32
(
	input [31:0] A,B,
	input switch,
	output [31:0] res
);
	assign res=(switch) ?B :A ;
endmodule
module MUX32_3
(
	input [31:0] A,B,C,
	input [1:0] switch,
	output reg [31:0] res
);
	always @ (A or B or C or switch)
		case (switch)
			2'b00: res=A;
			2'b01: res=B;
			2'b10: res=C;
		endcase
endmodule
`timescale 1ns / 1ps
module NextPC
	#(parameter width=32)
(
	input clk,branch,zero,reset,
	input [1:0] jmp,
	input [width-1:0] imm,ra,
	input [25:0] jmpInst,
	output reg [width-1:0] PC,PCplus4
);
	wire [width-1:0] nextPC1,nextPC2;
	MUX32 m4(.A(PCplus4),.B(PCplus4+{imm[29:0],2'b00}),.switch(branch&zero),.res(nextPC1));
	MUX32_3 m5(
		.A(nextPC1),
		.B({PCplus4[31:28],jmpInst,2'b00}),
		.C(ra),
		.switch(jmp),
		.res(nextPC2)
	);
	always @ (posedge clk)
		if (reset)
		begin
			PC=0;
			PCplus4=4;
		end else
		begin
			PC=nextPC2;
			PCplus4=PC+4;
		end
endmodule
==> flow/run.sh <==
#!/bin/bash
# OpenROAD 26Q1-2900-gdf79404cd8, Yosys 0.63+post, stock flow scripts
make -C /OpenROAD-flow-scripts/flow DESIGN_CONFIG=/design/flow/config.mk WORK_HOME=/design/flow/orfs finish
==> flow/config.mk <==
export PLATFORM = sky130hd
export DESIGN_NAME = NextPC
export DESIGN_NICKNAME = NextPC
export VERILOG_FILES = /design/flow/design.v
export SDC_FILE = /design/flow/constraint.sdc
export NUM_CORES = 4
export LEC_CHECK = 1
export CORE_UTILIZATION = 40
==> flow/constraint.sdc <==
current_design NextPC

set clk_period 1.0
set clk_io_pct 0.2

create_clock -name clk0 -period $clk_period [get_ports {clk}]

set non_clock_inputs [all_inputs -no_clocks]
set_input_delay [expr $clk_period * $clk_io_pct] -clock clk0 $non_clock_inputs
set_output_delay [expr $clk_period * $clk_io_pct] -clock clk0 [all_outputs]
==> qor.log <==
INFO  power          p_switching=2.160mW
INFO  die            placeableCoreArea=0.01196mm²
INFO  layout         flop_area=0.001767mm²
INFO  drt            antennaDiodeCount=0
INFO  synthesis      edf_count=0
INFO  flow_run       max_cap_viol_count=0
INFO  drt            detail_route.first_pass.iterations=5
INFO  status         run_status=finished, final reports clean
INFO  placement      io_buffers=157
INFO  synthesis      synthCells=573
INFO  flow_run       openroad.warnings=30
INFO  synthesis      synthesis.area_per_instance=8.547µm²
INFO  cts            clkTransAtPathRegs=60ps
INFO  power          sequentialPowerShare=0.355
INFO  final_timing   clock.fmax=1025MHz
INFO  die            fp.dieH=112.7µm
INFO  cts            clk_root_buffer_cell=sky130_fd_sc_hd__clkbuf_16
INFO  min_path       hold-path-cell-count=2
INFO  synthesis      yosys.area.top_type_share=0.2534
INFO  cts            clock_path_buffers=2
INFO  final_timing   unrepaired_setup_endpoints_after_global_routing=no
INFO  synthesis      async_reset_ff_frac=0
INFO  cts            tritoncts=built
INFO  power          power_density=1115mW/mm²
INFO  power          power.share.combinational=0.229
INFO  power          design_power_total=7.728mW
INFO  power          switching_share=0.2795
INFO  critical_path  criticalPathCategory=register to output pin
INFO  final_timing   setup-violations-final=0
INFO  drt            wl_per_cell=17.04µm
INFO  critical_path  setup.worst_path.end_class=output pin
INFO  final_timing   slew-limit-headroom=0.6172
INFO  critical_path  critPathBufInv=1
INFO  placement      hpwl=11.72mm
INFO  layout         combinational_cell_area_excluding_buffers_and_inverters=0.002985mm²
INFO  die            io-pin-count=160
INFO  final_timing   number_of_register_pins_that_no_clock_reaches=32
INFO  final_timing   unconstrained_endpoints=32
INFO  final_timing   max_slew.worst_pin.slew=572.6ps
INFO  die            floorplanUtilization=0.4094
INFO  critical_path  critPathRequiredTime=800ps
INFO  critical_path  crit_slowest_cell=sky130_fd_sc_hd__dfxtp_2
INFO  drt            vias_per_cell=5.427
INFO  min_path       min_path_type=primary input to register
INFO  synthesis      yosysCellCount=573
INFO  synthesis      synth.distinct_cells=61
INFO  power          p_leak=3.083nW
INFO  layout         fin_util=0.5794
INFO  drt            dr_total_vias=4949
INFO  cts            cts_inserted_buffers=9
INFO  synthesis      synthMostInstantiatedCell=sky130_fd_sc_hd__dfxtp_1
INFO  grt            grt.overflow.total=0
INFO  synthesis      synthTopCellsByArea=sky130_fd_sc_hd__dfxtp_1, sky130_fd_sc_hd__dlxtn_1, sky130_fd_sc_hd__ha_1, sky130_fd_sc_hd__nor2b_1, sky130_fd_sc_hd__xor2_1
INFO  placement      place_congestion=0.9219
INFO  synthesis      yosysChipArea=0.004897mm²
INFO  layout         drive_gt1_frac=0.2405
INFO  synthesis      syn_area=0.004897mm²
INFO  critical_path  worstPathArrival=780ps
INFO  synthesis      postSynth.topFlopCell=sky130_fd_sc_hd__dfxtp_1
INFO  drt            final_wirelength=15.54mm
INFO  power          p_int=5.568mW
INFO  final_timing   totalNegativeSetupSlack=0ps
INFO  final_timing   final_hold_viol_count=0
INFO  synthesis      synthTopCellsByCount=sky130_fd_sc_hd__dfxtp_1, sky130_fd_sc_hd__nor2_1, sky130_fd_sc_hd__a21oi_1
INFO  critical_path  worst-path-max-fanout=2
INFO  drt            drc=0
INFO  synthesis      yosys_register_bits=94
INFO  critical_path  cp_top_family=flip-flops
INFO  grt            grt_start_max_net_pins=33
INFO  grt            grt_pass1_wl=24.38mm
INFO  critical_path  critical_path.cell_chain=buf_2
INFO  grt            via_count_of_the_first_global_routing_pass=4716
INFO  die            die-width=112.7µm
INFO  cts            cts-hold-fix-buffers=0
INFO  power          clock_power_share=0.417
INFO  min_path       min_delay_worst_endpoint=PC[0]
INFO  drt            ant_nets=0
INFO  die            die_area=0.01269mm²
INFO  layout         final.fill_count=1066
INFO  drt            initialDrtViolationCount=296
INFO  synthesis      ys.warnings.count=2
INFO  final_timing   period_minus_slack=976.0ps
INFO  final_timing   finalMaxSlewViolations=0
INFO  cts            clock_tree.htree_level_count=3
INFO  critical_path  cp_slowest_stage_delay=320ps
INFO  die            row_count=40
INFO  grt            global_routing_usage_summed_across_all_routing_layers=0.2517
INFO  final_timing   final.period_utilization=0.9760
INFO  critical_path  critPathLaunchType=register
INFO  grt            grt_antenna_before_repair=0
INFO  min_path       hold_path_startpoint=reset
INFO  power          vdd_drop_max=0.5363mV
INFO  synthesis      synth_top_cell_by_area=sky130_fd_sc_hd__dfxtp_1
INFO  layout         layout-area-overhead-vs-synth=41.52%
## per-layer routing
layer	GRT usage	wire [µm]	vias to the layer above
met5	0	0	-
met4	0.02667	176	0
met3	0.03247	971	12
met2	0.3790	6598	178
met1	0.4051	7790	2292
li1	-	-	2467
## placed cells by master (no fill, tap or decap), drive strengths merged, types with 6 or more instances in the layout
cell | netlist | final
a222oi | 16 | 16
a221oi | 11 | 11
or3 | 7 | 7
dfxtp | 62 | 62
clkdlybuf4s50 | 0 | 92
a31oi | 6 | 6
and3 | 11 | 11
xnor2 | 23 | 23
nor2b | 35 | 35
nor2 | 48 | 48
nand2 | 35 | 35
a211oi | 6 | 6
dlxtn | 32 | 32
nand4 | 9 | 9
xor2 | 25 | 25
buf | 5 | 115
a21oi | 38 | 38
clkbuf | 26 | 10
o21ai | 39 | 39
ha | 33 | 33
nand3 | 24 | 24
a21o | 9 | 9
inv | 16 | 16
## area by class of cell
cell class	count	share of cell area
Inverter	16	0.008666
Timing Repair Buffer	207	0.2358
Multi-Input combinational cell	432	0.4308
Clock buffer	10	0.03448
Sequential cell	94	0.2549
Clock inverter	6	0.008846
Tap cell	147	0.02654
## kinds of logic (layout without fill, tap and decap cells)
group / after synthesis / in the layout / share of synthesized area
AND-OR/OR-AND: 157 / 157 / 0.2238
adder cells (fa/ha/maj): 34 / 34 / 0.08840
multiplexers: 5 / 5 / 0.01048
flip-flops: 62 / 62 / 0.2534
AND/OR/NAND/NOR: 188 / 188 / 0.2006
XOR/XNOR: 48 / 48 / 0.08585
buffers and inverters: 47 / 239 / 0.03934
latches: 32 / 32 / 0.09811
## registers in the layout (all words and copies together), names as in the netlist
name     count
PC          32
m5.res      32
PCplus4     30
## power by group through the flow
| stage | clock, mW | sequential [mW] | combinational, mW |
|---|---|---|---|
| 5_1_grt | 3.37 | 2.75 | 1.94 |
| 6_report | 3.22 | 2.74 | 1.77 |
| 4_1_cts | 3.28 | 2.74 | 1.77 |
## repair_timing
action                     4_1_cts  5_1_grt
buffers inserted                11        0
setup endpoints to repair       64        2
gates resized                  236        0
## through the flow
stage                     setup WS (ps)  hold slack (ps)  instances  cell area (µm²)
after floorplan                   153.3            458.5        573             4897
after global placement           -10.33            555.3        887             6838
after detailed placement         -7.265            552.0        887             6838
after CTS                        -72.63            196.8        914             6953
after global routing              3.477            209.6        912             6930
final                             23.98            186.7        912             6930
## worst max path at each step
| stage | end | slack, ps | from | depth (start not counted) |
|---|---|---|---|---|
| after CTS | PC[1] | -70 | PC[1] | 2 |
| after global routing | PCplus4[1] | 3 | PC[1] | 1 |
| final | PCplus4[29] | 20 | PCplus4[29] | 1 |
Power is estimated from default activity; no workload was simulated.
